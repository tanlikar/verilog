==> flow/design.v <==
module mux4to1 (d1, d2, d3, d4,sel, out);
input d1, d2, d3, d4;
input [1:0] sel;
output out;
wire w1,w2;
wire w3,w4,w5,w6;
not(w1, sel[0]);
not(w2, sel[1]);
and(w3, w1,w2,d1);
and(w4, sel[0], w2, d2);
and(w5, w1, sel[1], d3);
and(w6, sel[1], sel[0], d4);
or(out, w3,w4,w5,w6);
endmodule
module adder8bit (a, b, cin, sum, cout);
input [7:0] a ,b;
input cin;
output [7:0] sum;
output cout;
wire [6:0] w;
fa a1 (a[0], b[0], cin, sum[0], w[0]);
fa a2 (a[1], b[1], w[0], sum[1], w[1]);
fa a3 (a[2], b[2], w[1], sum[2], w[2]);
fa a4 (a[3], b[3], w[2], sum[3], w[3]);
fa a5 (a[4], b[4], w[3], sum[4], w[4]);
fa a6 (a[5], b[5], w[4], sum[5], w[5]);
fa a7 (a[6], b[6], w[5], sum[6], w[6]);
fa a8 (a[7], b[7], w[6], sum[7], cout);
endmodule
module mux4to18bit (d1, d2, d3, d4, sel, out);
input [7:0] d1, d2, d3, d4;
input [1:0] sel;
output [7:0] out;
mux4to1 a1 (d1[0], d2[0], d3[0], d4[0],sel, out[0]);
mux4to1 a2 (d1[1], d2[1], d3[1], d4[1],sel, out[1]);
mux4to1 a3 (d1[2], d2[2], d3[2], d4[2],sel, out[2]);
mux4to1 a4 (d1[3], d2[3], d3[3], d4[3],sel, out[3]);
mux4to1 a5 (d1[4], d2[4], d3[4], d4[4],sel, out[4]);
mux4to1 a6 (d1[5], d2[5], d3[5], d4[5],sel, out[5]);
mux4to1 a7 (d1[6], d2[6], d3[6], d4[6],sel, out[6]);
mux4to1 a8 (d1[7], d2[7], d3[7], d4[7],sel, out[7]);
endmodule
module and8bit(a,b, out);
input [7:0] a,b;
output [7:0] out;
and (out[0], a[0], b[0]);
and (out[1], a[1], b[1]);
and (out[2], a[2], b[2]);
and (out[3], a[3], b[3]);
and (out[4], a[4], b[4]);
and (out[5], a[5], b[5]);
and (out[6], a[6], b[6]);
and (out[7], a[7], b[7]);
endmodule
module or8bit (a, b, out);
input [7:0] a, b;
output [7:0] out;
or (out[0], a[0], b[0]);
or (out[1], a[1], b[1]);
or (out[2], a[2], b[2]);
or (out[3], a[3], b[3]);
or (out[4], a[4], b[4]);
or (out[5], a[5], b[5]);
or (out[6], a[6], b[6]);
or (out[7], a[7], b[7]);
endmodule
module sub8bit (a, b, bin, diff, bout);
input [7:0] a, b;
input bin;
output [7:0] diff;
output bout;
wire [6:0] w;
fullsubtractor a1 (a[0], b[0], bin, diff[0], w[0]);
fullsubtractor a2 (a[1], b[1], w[0], diff[1], w[1]);
fullsubtractor a3 (a[2], b[2], w[1], diff[2], w[2]);
fullsubtractor a4 (a[3], b[3], w[2], diff[3], w[3]);
fullsubtractor a5 (a[4], b[4], w[3], diff[4], w[4]);
fullsubtractor a6 (a[5], b[5], w[4], diff[5], w[5]);
fullsubtractor a7 (a[6], b[6], w[5], diff[6], w[6]);
fullsubtractor a8 (a[7], b[7], w[6], diff[7], bout);
endmodule
module alu (a, b , cin, cout, sel, out);
input [7:0] a,b;
input [1:0] sel;
input cin;
output [7:0] out;
output cout;
wire [7:0] temp1, temp2, temp3, temp4;
wire tempcout1, tempcout2;
adder8bit a1(a, b, cin, temp1, tempcout1);
sub8bit a2(a, b, cin, temp2, tempcout2);
and8bit a3(a, b, temp3);
or8bit a4(a, b, temp4);
mux4to18bit a5(temp1, temp2, temp3, temp4, sel, out);
mux4to1 a6(tempcout1, tempcout2, 0, 0,sel, cout);
endmodule
module fa(a,b,cin, s, cout);
input a,b,cin;
output s, cout;
wire w1, w2, w3;
xor (w1, a, b);
xor (s, w1, cin);
and (w2, w1, cin);
and (w3, a, b);
or (cout, w2, w3);
endmodule
module fullsubtractor(a,b,bin, diff, bout);
input a,b,bin;
output diff, bout;
wire w1,w2,w3,w4,w5;
not(w1, a);
xor(w2, a,b);
not(w3, w2);
and(w4, w1, b);
and(w5, w3, bin);
or(bout, w5, w4);
xor(diff, bin, w2);
endmodule
==> flow/run.sh <==
#!/bin/bash
# OpenROAD 26Q1-2900-gdf79404cd8, Yosys 0.63+post, stock flow scripts
make -C /OpenROAD-flow-scripts/flow DESIGN_CONFIG=/design/flow/config.mk WORK_HOME=/design/flow/orfs finish
==> flow/config.mk <==
export PLATFORM = sky130hd
export DESIGN_NAME = alu
export DESIGN_NICKNAME = alu
export VERILOG_FILES = /design/flow/design.v
export SDC_FILE = /design/flow/constraint.sdc
export NUM_CORES = 4
export LEC_CHECK = 1
export CORE_AREA = 10 10 78 78
export DIE_AREA = 0 0 88 88
==> flow/constraint.sdc <==
current_design alu

set clk_period 4.6
set clk_io_pct 0.2

create_clock -name clk0 -period $clk_period

set non_clock_inputs [all_inputs -no_clocks]
set_input_delay [expr $clk_period * $clk_io_pct] -clock clk0 $non_clock_inputs
set_output_delay [expr $clk_period * $clk_io_pct] -clock clk0 [all_outputs]
==> results.json <==
{
  "vias": 603,
  "power.total_uw": 120.3,
  "crit_chain": "buf_8 > buf_6 > fa_2 > inv_2 > fa_2 > fa_2 > fa_2 > fa_2 > fa_2 > fa_2 > fa_1 > inv_1 > mux4_2 > buf_2",
  "power_density_nw_per_um2": 93.08,
  "avgSynthCellArea_um2": 10.61,
  "period_needed_ps": 5354,
  "warnings": 52,
  "maxSlewHeadroom_pct": 63.80,
  "setup_viol": 4,
  "topCellsByArea": "fa_1, ha_1, mux4_2",
  "hpwl_um": 1619,
  "start_kind": "input pin",
  "crit_slowest_cell": "fa_1",
  "dr.first_iter.drc_count": 10,
  "grt_usage_pct": 4.624,
  "drive_above_1_share_pct": 40.52,
  "power.leakage_nw": 0.6124,
  "ioPinCount": 28,
  "yosysTopAreaCell": "fa_1",
  "rows": 24,
  "synth_warnings": 2,
  "worst_setup_path_end_kind": "primary output",
  "vias_per_cell": 3.589,
  "antenna_found_initial": 0,
  "cp_common_cell": "fa_2",
  "initial_core_util_pct": 20.92,
  "grt_pass1_wl_um": 2987,
  "syn_inst": 87,
  "place_congestion": 0.7568,
  "flops": 0,
  "ys_cells": 87,
  "netlist_area_um2": 923.4,
  "drt_pre_antenna_iters": 4,
  "die_x_um": 88,
  "n_antenna_cell": 0,
  "fin_ws_ps": -753.7,
  "arrival_ps": 4430,
  "violations": "negative setup slack",
  "holdBufCountCts": 0,
  "cap_violations": 0,
  "rsz0062_at_grt": "true",
  "fmax_mhz": 186.8,
  "wl_per_cell_um": 10.10,
  "status": "complete, but fails checks",
  "path_class": "in2out",
  "ys_types": 13,
  "slew_violations": 0,
  "remaining_drc_errors": 0,
  "grt_pass1_vias": 707,
  "stdcell_count": 168,
  "post-route-period-util_pct": 116.4,
  "die_area_um2": 7744,
  "ant_nets": 0,
  "fillers": 448,
  "overflow": 0,
  "path_max_fanout": 2,
  "register_area_um2": 0,
  "postRouteWirelength_um": 1697,
  "grt_max_degree": 12,
  "nClkBuffers": 0,
  "logic_area_um2": 763.2,
  "die_h_um": 88,
  "ir_worst_vdd_uv": 25.90,
  "slowest_delay_ps": 490,
  "crit_required_ps": 3680,
  "top_area_share_pct": 34.69,
  "area_growth_pct": 39.97,
  "io_buffers": 28,
  "design.core.area_um2": 4414,
  "min_path_type": "in2out",
  "dp_cells": 166,
  "hold_viol": 0,
  "yosys_area_um2": 923.4,
  "tightest_slew_ps": 541.3,
  "ys_seq_share_pct": 0
}
-- cell usage in the layout (no fill, tap or decap), drive strengths merged --
cell type	n
clkdlybuf4s15	1
and2b	1
fa	16
or2b	1
dlygate4sd2	2
ha	16
buf	18
nor2	1
mux4	7
clkdlybuf4s50	18
a31oi	1
nand2b	1
a211oi	1
inv	32
-- power breakdown --
group          total (mW)  switching (mW)  leakage (nW)  internal, mW
clock network           0               0             0             0
registers               0               0             0             0
logic               0.120          0.0458         0.612        0.0745
total               0.120          0.0458         0.612        0.0745
-- layer usage --
metal	part of all wire (%)	vias to the layer above	GRT usage, %	routed length, um
li1	-	303	-	-
met1	39	286	5.529	664
met2	52	14	8.466	880
met3	9.0	0	1.403	152
met4	0	0	0	0
met5	0	-	0	0
-- through the flow --
step           hold WS (ps)  util, %  worst slack [ps]  setup TNS, ps  area (um2)
3_5_place_dp           3056    29.08             -1513          -5673        1284
2_1_floorplan          2000        -            -543.8         -798.8       953.4
3_3_place_gp           3046    29.08             -1486          -5621        1284
6_report               2682    29.28            -753.7          -1768        1292
5_1_grt                2746    29.28            -892.0          -2216        1292
4_1_cts                2700    29.11             -1036          -2681        1285
-- what timing repair did --
action	in CTS	in global routing
setup buffers	2	0
resized	40	6
endpoints found under the setup margin	6	5
pin swaps	8	5
-- area by class of cell --
class	instances	area share (%)
inverters	32	9.487
well taps	52	5.034
repair buffers	39	26.43
multi-input cells	45	59.05
-- cell families after synthesis --
family	synth area share, %
buffers and inverters	21.95
adder cells (fa/ha/maj)	56.37
multiplexers	17.48
AND/OR/NAND/NOR	2.711
AND-OR/OR-AND	1.491
-- critical path, delay by kind of cell --
kind                     cells  cell delay [ps]
adder cells (fa/ha/maj)      8             2710
buffers and inverters        5              380
multiplexers                 1              430
-- path summary, 6_finish.rpt --
check	depth (start not counted)	slack, ps	to	from
setup / recovery	14	-750	out[7]	a[0]
hold / removal	5	2680	out[0]	b[0]
-- synth_stat cells --
library cell and number:
buf_6 2, buf_4 8, a31oi_1 1, a211oi_1 1
nor2_1 1, fa_1 16, inv_1 32, mux4_2 6
or2b_1 1, mux4_1 1, nand2b_1 1, ha_1 16
and2b_1 1
No activity file was given, so power comes from the tool's default toggle rates.
