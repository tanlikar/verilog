[./run.sh]
#!/bin/bash
# OpenROAD 26Q1-2900-gdf79404cd8, Yosys 0.63+post, stock flow scripts
make -C /OpenROAD-flow-scripts/flow DESIGN_CONFIG=/design/flow/config.mk WORK_HOME=/design/flow/orfs finish
[./config.mk]
export PLATFORM = sky130hd
export DESIGN_NAME = up_count
export DESIGN_NICKNAME = up_count
export VERILOG_FILES = /design/flow/design.v
export SDC_FILE = /design/flow/constraint.sdc
export NUM_CORES = 4
export LEC_CHECK = 1
export CORE_AREA = 10 10 112 112
export DIE_AREA = 0 0 122 122
[./constraint.sdc]
current_design up_count

set clk_period 4.3
set clk_io_pct 0.2

create_clock -name clk0 -period $clk_period [get_ports {clk}]

set non_clock_inputs [all_inputs -no_clocks]
set_input_delay [expr $clk_period * $clk_io_pct] -clock clk0 $non_clock_inputs
set_output_delay [expr $clk_period * $clk_io_pct] -clock clk0 [all_outputs]
[./design.v]
module up_count (clk, clr, Cout);
input clk, clr;
output [3:0] Cout;
reg [3:0] Cout;
reg [26:0] temp;
always @ (posedge clk or posedge clr)
begin
	if (clr)
		begin
		temp = 0;
		Cout = 4'b0000;
		end
	else
		begin
			if(temp == 10) 
				begin
				temp = 0;
				Cout = Cout + 4'b0001;
				end
			else
				begin  
				temp = temp + 1;	
				Cout = Cout;
				end
		end
end
endmodule
==> flow_metrics.py <==
# Auto-generated metrics
metrics = {
    "final_timing": {
        "fin_skew_ns": 0.00503,
        "finalHoldViolations": 0,
        "relSlewSlack_pct": 68.0,
        "fmax_mhz": 490,
        "fin_crit_ns": 2.04,
        "setup_ws_ns": 2.26,
        "drv_slew": 0,
        "finalClockPeriodUsage_pct": 47.4,
        "rsz0062_at_grt": "false",
        "tightest_slew_ns": 0.476,
        "setup_tns_ns": 0,
        "setup_viol": 0,
    },
    "clock_tree": {
        "h-tree-depth": 2,
        "cts_sinks": 31,
        "cts_resized": 0,
        "cts-root-buf": "clkbuf_8",
        "hold_buffers": 0,
        "cts.reportedPaths.clkPinSlew_ns": 0.06,
        "ctsLongestPathBuffers": 2,
        "cts_tree": "built",
        "worstSkewPairLatency_ns": 0.28,
        "post-cts-setup-buffer-count": 0,
        "numCtsBuffers": 5,
    },
    "synthesis": {
        "ys_cells": 132,
        "ys_types": 25,
        "synth-edff-count": 0,
        "netlist_top_cells_area": "dfrtp_1 (52%), xnor2_1 (8.3%), xor2_1 (8.3%), nand3_1 (3.4%), nor4_1 (3.0%)",
        "ys_sh_adder_pct": 2.53,
        "simple_gate_share_pct": 25.3,
        "ys_seq_share_pct": 52.4,
        "ys.flop_type": "dfrtp_1",
        "synth_dominant_cell_count": "dfrtp_1",
        "ys_sh_aoi_pct": 0,
        "yosys_warnings": 1,
        "yosys-stat-area_um2": 1480,
        "synth_cells": 132,
        "async_reset_ff_share_pct": 100,
        "ys_sh_mux_pct": 0.760,
        "ys_top_logic_family": "simple AND/OR/NAND/NOR gates",
        "ys_ff": 31,
        "top_cell_area_share_pct": 52.4,
        "avgSynthCellArea_um2": 11.2,
        "yosys.area.top_type": "dfrtp_1",
        "top_cells_by_count": "dfrtp_1 (31), xnor2_1 (14), xor2_1 (14)",
        "ys_sh_xor_pct": 16.6,
        "synthesis.area_um2": 1480,
    },
    "floorplanning": {
        "num_rows": 37,
        "die-area_um2": 14900,
        "core_um2": 10200,
        "die_h_um": 122,
        "chipWidth_um": 122,
        "initCoreUtil_pct": 14.5,
        "ioPinCount": 6,
    },
    "grt": {
        "grt_pass1_vias": 996,
        "grt_pass1_wl_mm": 4.76,
        "grt_overflow": 0,
        "grt_max_degree": 32,
        "grt_usage_pct": 3.74,
        "antenna_found_initial": 0,
    },
    "worst_setup_path": {
        "path_cells": "clkdlybuf4s50_1",
        "worst-path-max-fanout": 4,
        "cp.required_ns": 3.44,
        "crit_path_max_incr_delay_ns": 0.49,
        "crit_type": "register to primary output",
        "critPathBufInv": 1,
        "crit_path_start_kind": "register",
        "cp-end-kind": "primary output",
        "critical_path_arrival_ns": 1.18,
        "crit_family": "buffers and inverters",
        "cp_slowest_cell": "clkdlybuf4s50_1",
    },
    "power": {
        "sw_frac_of_total_pct": 20.0,
        "total_power_uw": 549,
        "ir_drop_uv": 183,
        "clockPowerShare_pct": 45.6,
        "combinationalPowerShare_pct": 1.3,
        "switchingPower_uw": 110,
        "internal-power_uw": 439,
        "p_leak_nw": 0.793,
        "p_per_area_nw_per_um2": 305,
        "seq_power_share_pct": 53.1,
    },
    "placement": {
        "dpl.hpwl_mm": 1.87,
        "io_buffers": 5,
        "place_inst": 273,
        "gp_congestion": 0.828,
        "post-place-ws_ns": 2.36,
    },
    "final_layout": {
        "area_delta_synth_final_pct": 21.4,
        "layout-drive-gt1-share_pct": 10.3,
        "comb_area_um2": 668,
        "stdcell_count": 281,
        "register_area_um2": 776,
        "n_fill_cell": 1108,
    },
    "detailed_routing": {
        "detail-route-antenna-nets": 0,
        "drtIter0Drc": 47,
        "drc": 0,
        "vias_per_cell": 3.53,
        "antenna_cells": 0,
        "avgRoutedWirePerCell_um": 9.45,
        "drt_wl_total_mm": 2.66,
        "vias": 993,
        "dr.pass1.iters": 4,
    },
    "flow_run": {
        "tool_warnings": 26,
        "maxCapViolCount": 0,
    },
    "status": {
        "status": "finished clean",
    },
    "worst_hold_path": {
        "hold_path.class": "register to register",
    },
}
==> kinds of logic after synthesis <==
family,Yosys count
multiplexers,1
flip-flops,31
adder cells (fa/ha/maj),3
XOR/XNOR,28
AND/OR/NAND/NOR,61
buffers and inverters,8
==> layout by cell type, fill, tap and decap left out, drive strengths merged <==
cell type,synthesis,final
nor4,9,9
inv,7,7
buf,1,1
or2,1,1
dfrtp,31,31
nand2,9,9
or3,1,1
ha,3,3
nand4,8,8
and3,1,1
and4,2,2
or4,1,1
xnor2,14,14
nor3,5,5
nand3,11,11
clkdlybuf4s50,0,5
nor2,11,11
nor4b,1,1
mux2,1,1
clkbuf,0,8
nor4bb,1,1
xor2,14,14
==> power by group through the flow <==
| stage | logic (mW) | clock network, mW | registers [mW] |
|---|---|---|---|
| global route | 0.00816 | 0.269 | 0.291 |
| CTS | 0.00762 | 0.257 | 0.292 |
| finish | 0.00701 | 0.250 | 0.292 |
==> through the flow <==
step,utilization (%),cell area (um^2),hold slack (ns)
floorplan,-,1480,0.420
global placement,16.6,1700,0.462
detailed placement,16.6,1700,0.467
CTS,17.6,1800,0.481
global route,17.6,1800,0.506
finish,17.6,1800,0.477
==> flip-flops by register name, indices dropped and copies added (netlist names) <==
name  cells
temp     27
Cout      4
==> cell type report <==
class                           instances  share of cell area, %
Sequential cell                        31                   43.1
Multi-Input combinational cell         93                   37.2
Tap cell                              136                   9.46
Clock buffer                            8                   5.57
Timing Repair Buffer                    6                   3.20
Inverter                                7                   1.46
==> routing by layer <==
metal / share of wire (%) / vias to the layer above / GRT usage [%]
li1: - / 482 / -
met1: 47 / 488 / 4.95
met2: 45 / 18 / 5.89
met3: 5.3 / 5 / 1.17
met4: 2.6 / 0 / 0.820
met5: 0 / - / 0
==> worst paths after layout <==
kind / startpoint / to / slack (ns) / depth (start not counted)
setup / recovery: Cout[0] / Cout[0] / 2.26 / 1
hold / removal: Cout[3] / Cout[3] / 0.48 / 1
setup reg to reg: temp[0] / Cout[1] / 2.37 / 6
hold reg to reg: Cout[3] / Cout[3] / 0.48 / 1
max in group asynchronous: clr / Cout[0] / 3.06 / 3
min in group asynchronous: clr / temp[26] / 0.95 / 3
Power figures rest on the tool's default switching activity, not on a simulated workload.
